==> ./design.v <==
package common_pkg;
    parameter INSTRUCTION_WIDTH                 = 32;
    parameter RISC_V_DATA_WIDTH                 = 64;
    parameter CLOCK_DIVISOR                     = 200000000;  
    parameter REGISTER_FILE_NUM                 = 32;
    parameter REGISTER_FILE_ADDRESS_WIDTH       = 5;
    parameter INSTRUCTION_MEMORY_DEPTH          = 256;
    parameter INSTRUCTION_MEMORY_ADDRESS_WIDTH  = 8;
    parameter DATA_MEMORY_ADDRESS_WIDTH = 9;
    parameter DATA_MEMORY_ROM_DEPTH = 256;
    parameter DATA_MEMORY_RAM_DEPTH = 256;
    typedef enum logic [2:0] {
        AND = 3'b000,
        OR  = 3'b001,
        ADD = 3'b010,
        SUB = 3'b110
    } ALU_ctrl_t;
    typedef enum logic [6:0] {
        LOAD    = 7'b0000011,
        STORE   = 7'b0100011,
        ARITH   = 7'b0110011,
        BRANCH  = 7'b1100011
    } opcode_t;
endpackage
import common_pkg::*;
module register_file (
    clk,
    rst,
    reg_num_r0,
    reg_num_r1,
    reg_num_w,
    r_data_0,
    r_data_1,
    w_data,
    ctrl_reg_w,
    debug
    );
    input   logic                                       clk;                         
    input   logic                                       rst;                         
    input   logic [REGISTER_FILE_ADDRESS_WIDTH - 1 : 0] reg_num_r0;                  
    input   logic [REGISTER_FILE_ADDRESS_WIDTH - 1 : 0] reg_num_r1;                  
    input   logic [REGISTER_FILE_ADDRESS_WIDTH - 1 : 0] reg_num_w;                   
    output  logic [RISC_V_DATA_WIDTH - 1 : 0]           r_data_0;                    
    output  logic [RISC_V_DATA_WIDTH - 1 : 0]           r_data_1;                    
    input   logic [RISC_V_DATA_WIDTH - 1 : 0]           w_data;                      
    input   logic                                       ctrl_reg_w;                  
    output  logic [15:0]    debug;                                                   
    logic [RISC_V_DATA_WIDTH - 1 : 0] RF [REGISTER_FILE_NUM];                        
    integer i;
    initial begin
        for (i = 0; i < REGISTER_FILE_NUM; i = i + 1) RF[i] = RISC_V_DATA_WIDTH'('b0);
    end
    assign r_data_0 = RF[reg_num_r0];
    assign r_data_1 = RF[reg_num_r1];
    assign debug    = RF[31][15:0];
    always_ff @(posedge clk or posedge rst) begin
        if (rst) begin
            integer i;
            for (i = 0; i < REGISTER_FILE_NUM; i = i + 1) RF[i] <= RISC_V_DATA_WIDTH'('b0);
        end else begin
            if (ctrl_reg_w) begin
                RF[reg_num_w] <= w_data;
            end
        end
    end
endmodule
==> ./run.sh <==
#!/bin/bash
# OpenROAD 26Q1-2900-gdf79404cd8, Yosys 0.63+post, stock flow scripts
make -C /OpenROAD-flow-scripts/flow DESIGN_CONFIG=/design/flow/config.mk WORK_HOME=/design/flow/orfs finish
==> ./config.mk <==
export PLATFORM = sky130hd
export DESIGN_NAME = register_file
export DESIGN_NICKNAME = register_file
export VERILOG_FILES = /design/flow/design.v
export SDC_FILE = /design/flow/constraint.sdc
export NUM_CORES = 4
export LEC_CHECK = 1
export CORE_UTILIZATION = 50
==> ./constraint.sdc <==
current_design register_file

set clk_period 23.7
set clk_io_pct 0.2

create_clock -name clk0 -period $clk_period [get_ports {clk}]

set non_clock_inputs [all_inputs -no_clocks]
set_input_delay [expr $clk_period * $clk_io_pct] -clock clk0 $non_clock_inputs
set_output_delay [expr $clk_period * $clk_io_pct] -clock clk0 [all_outputs]
==> out/results.ini <==
[drt]
drt-initial-drc-count=11900
vias=88800
antenna_left=0
drc_errors=0
viasPerCell=7.75
dr.pass1.iters=10
postRouteWirelength_mm=528
avgRoutedWirePerCell_um=46.1

[finish]
largest_reg_flops=2048
top_register=RF
final_area_mm2=0.114
flop_area_mm2=0.0512
largestRegisters=RF (2048)
layout.area.comb_mm2=0.0465
area_delta_synth_final_pct=13.3
fin_util_pct=57.1
fillers=16300
final_layout_size_suffix_gt1_share_pct=33.8

[global_routing]
grt.busiest_layer=met2
grtUsageTotal_pct=54.1
grt_max_degree=118
use_met1_pct=67.2
grt_pass1_vias=86800
use_met3_pct=35.6
grt_pass1_wl_mm=720
use_met2_pct=69.2
antenna_found_initial=31
grt_overflow=0

[setup_path]
start_kind=input pin
critical_path_depth=11
path_class=input pin to primary output
crit_path_cell_trace=clkdlybuf4s50_1 > buf_4 > nand2_1 > nor2_4 > buf_4 > buf_4 > a22oi_1 > nand4_1 > nor3_1 > a21oi_1 > clkdlybuf4s50_1
slowest_delay_ps=1020
cp_common_cell=buf_4
slowest_stage=nor2_4
required_ps=18960
path_delay_family=buffers and inverters
crit_arrival_ps=10030
cp-end-kind=primary output
ff2ff_path_depth=1
path_buffers=5
crit_path_max_fanout=26

[timing]
hold_viol_final=0
fin_tns_setup_ps=0
min_period_ps=14770
rsz0062_at_grt=false
slew_viol_final=0
setup_viol=0
slew_headroom_pct=0.797
worstMarginPinSlew_ps=1470
period_used_pct=62.3
fmax_mhz=67.7
fin_skew_ps=0
setup_ws_ps=8930

[power]
p_switching_mw=2.82
p_seq_share_pct=49.0
pwr-share-comb_pct=13.8
p_per_area_mw_per_mm2=86.2
clockPowerShare_pct=37.2
p_leak_nw=50.9
internal_power_mw=7.04
switching_share_pct=28.6
power_mw=9.86
peakVddDrop_uv=89.9

[outcome]
outcome=completed

[synth]
ys.flop_type=dfrtp_1
ys_seq_share_pct=50.7
synth_top_cell_by_area=dfrtp_1
top_cell=dfrtp_1
top_area_share_pct=50.7
ys.flops=2048
ys_warn_count=2
synthTopCellsByArea=dfrtp_1 51%, mux2_2 23%, a22oi_1 13%, nand2_1 2.1%, buf_2 1.8%
synth_cell_type_count=68
synthTopCellsByCount=2048 x dfrtp_1, 2035 x mux2_2, 1770 x a22oi_1
edf_count=0
syn_area_mm2=0.101
avgSynthCellArea_um2=11.8
ys_chip_area_mm2=0.101
syn_inst=8552
async_flop_share_pct=100
synth_stat.cells=8552

[die]
std_cell_rows=164
initCoreUtil_pct=50.4
die_w_um=452
core_area_mm2=0.200
die_area_mm2=0.204
io_pins=226
die_h_um=452

[clock_tree]
numCtsBuffers=217
clkTransAtPathRegs_ps=70
cts_buffer_depth=3
cts_tree=built
cts_hold_repair.buffers=0
cts.sinks=2048
cts_setup_buffers=0
clkLatencyLatePin_ps=900
ctsResizeCount=0
h-tree-depth=4
clock-root-buffer=clkbuf_16

[flow_run]
maxCapViolCount=0
tool_warnings=45

[placed_design]
placed_cell_area_mm2=0.107
io_buffers=225
pre_cts_ws_ps=9320
dp_hpwl_mm=298
gp_congestion=1.05

[min_path]
hold_path.class=flop to flop
worstHoldPathCells=1

==> per-stage QoR <==
stage	hold WS [ps]	std cells
2_1_floorplan	480	8552
3_3_place_gp	492	11000
3_5_place_dp	506	11000
4_1_cts	519	11400
5_1_grt	543	11400
6_report	524	11500
==> routing by layer <==
metal	vias to the layer above	routed length [um]
li1	32700	-
met4	46	49900
met2	8580	208000
met3	3002	92900
met5	-	510
met1	44500	176000
==> placed cells by master (no fill, tap or decap), drive strengths merged, types with 7 or more instances in the layout <==
master / n
a21oi: 207
o21ai: 22
inv: 12
or3: 8
bufinv: 26
a22oi: 1770
a2111oi: 7
a221o: 16
clkdlybuf4s50: 216
buf: 443
diode: 48
mux2i: 16
nor2: 255
a31oi: 12
nor2b: 8
nor4: 96
nand4: 184
mux2: 2054
clkinv: 47
a221oi: 10
and3: 15
dfrtp: 2048
nand2: 577
a222oi: 31
a22o: 28
a32oi: 10
nand3: 61
clkbuf: 312
and2: 7
a21o: 8
nor3: 134
clkinvlp: 13
nand3b: 9
nand2b: 17
==> area by class of cell <==
type	count	share of cell area, %
antenna	48	0.105
clock buffer	312	5.58
clock inverter	93	1.05
inverter	5	0.0197
multi-input combinational	5633	40.6
sequential	2048	44.8
tap	2656	2.90
timing repair buffer	659	4.93
==> path summary, 6_finish.rpt <==
path	start	endpoint	slack, ps
max	reg_num_r0[0]	r_data_0[41]	8930
max in group asynchronous	rst	RF[27][23]	14300
min	RF[19][20]	RF[19][20]	520
min reg2reg	RF[19][20]	RF[19][20]	520
min in group asynchronous	rst	RF[3][34]	4350
max reg2reg	RF[6][53]	RF[6][53]	22600
==> cell families after synthesis <==
logic type | Yosys count | share of synthesized area, %
buffers and inverters | 871 | 3.86
and+or+nand+nor | 1404 | 6.62
DFF | 2048 | 50.7
muxes | 2071 | 23.1
AOI/OAI and AO/OA | 2158 | 15.7
==> power groups by stage <==
| stage | registers (mW) | logic, mW | clock network [mW] |
|---|---|---|---|
| finish | 4.83 | 1.36 | 3.67 |
| global route | 4.89 | 1.44 | 3.80 |
| CTS | 4.79 | 1.33 | 3.67 |
Power and IR drop assume default switching activity.
